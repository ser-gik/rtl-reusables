## /design/flow/design.v

```verilog
module vga_sync_generator #(
    parameter HSIZE = 640,
    parameter HFPORCH = 16,
    parameter HSYNC = 96,
    parameter HBPORCH = 48,
    parameter HSYNC_POSITIVE = 0,
    parameter VSIZE = 480,
    parameter VFPORCH = 10,
    parameter VSYNC = 2,
    parameter VBPORCH = 33,
    parameter VSYNC_POSITIVE = 0
    )(
    input wire pixel_clk,
    input wire reset_n,
    output wire hsync,
    output wire vsync,
    output wire[$clog2(HSIZE)-1:0] pixel_x,
    output wire[$clog2(VSIZE)-1:0] pixel_y,
    output wire pixel_visible
);
    localparam HTOTAL = HSIZE + HFPORCH + HSYNC + HBPORCH;
    localparam VTOTAL = VSIZE + VFPORCH + VSYNC + VBPORCH;
    parameter HBITS = $clog2(HTOTAL);
    parameter VBITS = $clog2(VTOTAL);
    reg[HBITS-1:0] column;
    reg[VBITS-1:0] row;
    wire[HBITS-1:0] column_next;
    wire[VBITS-1:0] row_next;
    always @(posedge pixel_clk or negedge reset_n) begin
        if (~reset_n) begin
            column <= 1'b0;
        end
        else begin
            column <= column_next;
        end
    end
    always @(posedge pixel_clk or negedge reset_n) begin
        if (~reset_n) begin
            row <= 1'b0;
        end
        else begin
            row <= row_next;
        end
    end
    assign column_next = column == HTOTAL - 1 ? {HBITS{1'b0}} : column + 1'b1;
    assign row_next = column == HTOTAL - 1
                      ? (row == VTOTAL - 1 ? {VBITS{1'b0}} : row + 1'b1)
                      : row;
    reg pixel_visible_reg;
    wire pixel_visible_reg_next;
    always @(posedge pixel_clk or negedge reset_n) begin
        if (~reset_n) begin
            pixel_visible_reg <= 1'b0;
        end
        else begin
            pixel_visible_reg <= pixel_visible_reg_next;
        end
    end
    assign pixel_visible_reg_next = column_next < HSIZE && row_next < VSIZE;
    assign pixel_x = pixel_visible_reg ? column : {HBITS{1'b0}};
    assign pixel_y = pixel_visible_reg ? row : {VBITS{1'b0}};
    assign pixel_visible = pixel_visible_reg;
    reg hsync_reg;
    wire hsync_reg_next;
    always @(posedge pixel_clk or negedge reset_n) begin
        if (~reset_n) begin
            hsync_reg <= 1'b0;
        end
        else begin
            hsync_reg <= hsync_reg_next;
        end
    end
    assign hsync_reg_next = column_next >= HSIZE + HFPORCH && column_next < HSIZE + HFPORCH + HSYNC;
    assign hsync = HSYNC_POSITIVE ? hsync_reg : ~hsync_reg;
    reg vsync_reg;
    wire vsync_reg_next;
    always @(posedge pixel_clk or negedge reset_n) begin
        if (~reset_n) begin
            vsync_reg <= 1'b0;
        end
        else begin
            vsync_reg <= vsync_reg_next;
        end
    end
    assign vsync_reg_next = row_next >= VSIZE + VFPORCH && row_next < VSIZE + VFPORCH + VSYNC;
    assign vsync = VSYNC_POSITIVE ? vsync_reg : ~vsync_reg;
endmodule
```

## /design/flow/run.sh

```bash
#!/bin/bash
# OpenROAD 26Q1-2900-gdf79404cd8, Yosys 0.63+post, stock flow scripts
make -C /OpenROAD-flow-scripts/flow DESIGN_CONFIG=/design/flow/config.mk WORK_HOME=/design/flow/orfs finish
```

## /design/flow/config.mk

```make
export PLATFORM = sky130hd
export DESIGN_NAME = vga_sync_generator
export DESIGN_NICKNAME = vga_sync_generator
export VERILOG_FILES = /design/flow/design.v
export SDC_FILE = /design/flow/constraint.sdc
export NUM_CORES = 4
export LEC_CHECK = 1
export CORE_UTILIZATION = 30
```

## /design/flow/constraint.sdc

```tcl
current_design vga_sync_generator

set clk_period 4.7
set clk_io_pct 0.2

create_clock -name clk0 -period $clk_period [get_ports {pixel_clk}]

set non_clock_inputs [all_inputs -no_clocks]
set_input_delay [expr $clk_period * $clk_io_pct] -clock clk0 $non_clock_inputs
set_output_delay [expr $clk_period * $clk_io_pct] -clock clk0 [all_outputs]
```

==> flow_metrics.tcl <==
# implementation run metrics
set metrics [dict create \
    gr-total-overflow 0 \
    ant_nets 0 \
    avgRoutedWirePerCell_microns 13.1 \
    cts-root-buf "clkbuf_8" \
    clockBufferDepth 2 \
    htree_num_levels 1 \
    syn_area_per_cell_sq_um 9.12 \
    hold_viol_final 0 \
    rsz0062_at_grt "no" \
    grt_pass1_vias 1029 \
    antenna_found_initial 0 \
    grt_max_degree 24 \
    cts_sinks 23 \
    fin_crit_sh_pct 54.5 \
    post_cts_resized 0 \
    place_congestion 0.845 \
    vias 1188 \
    ys_cells 158 \
    rows 24 \
    die_h_microns 71.3 \
    endpoint_kind "output pin" \
    chipWidth_microns 71.3 \
    drt-total-wl_microns 3060 \
    setup.worst_path.start_class "register" \
    yosys_warnings 1 \
    num_antenna_cells 0 \
    status "finished clean" \
    first_iter_violations 42 \
    cp_max_fo 20 \
    relSlewSlack_pct 65.4 \
    io_pins 24 \
    numSynthFlops 23 \
    synth_cells 158 \
    mostFrequentLayoutCells "dfrtp_1, clkdlybuf4s50_1, and2_1" \
    hpwlAfterDp_microns 2240 \
    min-delay-start "column[0]$_DFF_PN0_" \
    finalSetupTns_ns 0 \
    cp.required_ns 3.76 \
    drtPass1Iterations 19 \
    skew_ns 0.00182 \
    ys_seq_share_pct 39.9 \
    post-cts-setup-buffers 0 \
    finalSetupViolCount 0 \
    post-route-util_pct 39.7 \
    cts_tree "done" \
    warning_count 26 \
    vdd_drop_max_mv 0.0894 \
    die_area_sq_um 5090 \
    synthFlopType "dfrtp_1" \
    p_leak_nw 0.747 \
    area_delta_synth_final_pct 23.1 \
    grt_use_total_pct 12.6 \
    ys_async_sr_fraction_pct 100 \
    ys_types 44 \
    finalCriticalPeriod_ns 2.56 \
    yosys_area_sq_um 1440 \
    cts-buffers-inserted 3 \
    hp-class "reg2reg" \
    tightest_slew_ns 0.519 \
    initCoreUtil_pct 32.2 \
    crit_start "pixel_visible_reg$_DFF_PN0_" \
    r2r_start "row[0]$_DFF_PN0_" \
    syn-cell-area_sq_um 1440 \
    critical_path_class "reg2out" \
    max_freq_ghz 0.390 \
    drv_cap 0 \
    clock.latency.late_pin_ns 0.26 \
    layout-drive-gt1-share_pct 7.18 \
    critPathArrivalTime_ns 1.62 \
    hold_buffers 0 \
    drcViolationCount 0 \
    io_buffers 23 \
    cts.reportedPaths.clkPinSlew_ns 0.08 \
    vias_per_cell 5.10 \
    edf_count 0 \
    core_area_sq_um 4470 \
    drv_slew 0 \
    top_regs "column: 10 flops, row: 10 flops" \
    grt_pass1_wl_microns 5000 \
    p_per_area_nw_per_um2 183 \
]
==> power breakdown <==
| group | switching [mW] | internal [mW] |
|---|---|---|
| Sequential | 0 | 0.198 |
| Combinational | 0.00377 | 0.00127 |
| Clock | 0.0632 | 0.0591 |
| Total | 0.0670 | 0.258 |
==> worst max-delay path, cell delays in order, from the launching register on <==
cell and delay (ns):
dfrtp_1 0.67, and2_1 0.22, clkdlybuf4s50_1 0.46
==> synthesized netlist by cell type (2+ instances only) <==
master,number,area [sq um]
nand4_1,6,37.5
xnor2_1,3,26.3
and4_1,2,17.5
nand3_1,7,35.0
or4_1,2,15.0
a31o_2,2,17.5
o21ai_0,6,30.0
ha_1,3,37.5
o22ai_1,2,12.5
nor2_1,10,37.5
inv_1,9,33.8
a21oi_1,3,15.0
or3_1,2,12.5
nor4_1,2,12.5
nor2b_1,2,12.5
o31ai_1,2,15.0
clkbuf_1,5,18.8
o211ai_1,2,15.0
xor2_1,6,52.6
dfrtp_1,23,576
nor3_1,2,10.0
and4b_1,2,20.0
and2_1,21,131
nand2_1,14,52.6
==> kinds of logic after synthesis <==
group,share of synthesized area (%)
mux,1.48
buf+inv,3.99
simple gates,33.2
xor+xnor,5.47
flops,39.9
fa+ha+maj,2.60
compound gates,13.3
==> final cells by class <==
type	instances	area, sq um
multi-input combinational	120	808
clock inverter	1	5.00
clock buffer	3	41.3
sequential	23	576
tap	52	65.1
inverter	9	33.8
fill	443	2700
timing repair buffer	25	245
==> per-layer routing <==
layer	GRT usage (%)	up-vias	share of wire, %
met5	0	-	0
met1	21.2	548	51
met3	1.71	2	4.3
met2	18.1	27	43
met4	1.78	0	1.1
li1	-	611	-
==> final timing paths <==
path	end	slack, ns	depth (start not counted)
setup / recovery	pixel_x[1]	2.14	2
hold / removal	column[0]$_DFF_PN0_	0.50	1
setup reg to reg	vsync_reg$_DFF_PN0_	2.37	7
hold reg to reg	column[0]$_DFF_PN0_	0.50	1
max in group asynchronous	vsync_reg$_DFF_PN0_	3.45	2
min in group asynchronous	row[4]$_DFF_PN0_	1.03	2
==> metrics by stage <==
step                power [mW]  hold slack [ns]  instance area (sq um)  setup slack (ns)  instances
detailed placement       0.207            0.492                   1730              2.41        229
finish                   0.325            0.497                   1770              2.14        233
CTS                      0.332            0.503                   1770              2.09        233
floorplan                0.202            0.468                   1440              2.56        158
global route             0.342            0.520                   1770              2.02        233
global placement         0.207            0.478                   1730              2.39        229
Power figures rest on the tool's default switching activity, not on a simulated workload.
