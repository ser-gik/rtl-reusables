==> design.v <==
module binary_to_bcd_transcoder #(
    parameter WIDTH = 8,
    parameter OUT_WIDTH = $rtoi($ceil($log10(2 ** WIDTH - 1))) * 4
    )(
    input wire[WIDTH-1:0] in,
    output wire[OUT_WIDTH-1:0] out,
    input wire clk,
    input wire reset_n
);
    function[3:0] add_3_if_5_or_above;
        input[3:0] bcd;
        begin
            case (bcd)
                4'd0: add_3_if_5_or_above = 4'd0;
                4'd1: add_3_if_5_or_above = 4'd1;
                4'd2: add_3_if_5_or_above = 4'd2;
                4'd3: add_3_if_5_or_above = 4'd3;
                4'd4: add_3_if_5_or_above = 4'd4;
                4'd5: add_3_if_5_or_above = 4'd5 + 4'd3;
                4'd6: add_3_if_5_or_above = 4'd6 + 4'd3;
                4'd7: add_3_if_5_or_above = 4'd7 + 4'd3;
                4'd8: add_3_if_5_or_above = 4'd8 + 4'd3;
                4'd9: add_3_if_5_or_above = 4'd9 + 4'd3;
                default: add_3_if_5_or_above = 4'dx;
            endcase
        end
    endfunction
    reg[WIDTH-1:0] state;
    localparam STATE_INIT = {{WIDTH-1{1'b0}}, 1'b1};
    localparam STATE_READY = {1'b1, {WIDTH-1{1'b0}}};
    wire ready;
    assign ready = state == STATE_READY;
    always @(posedge clk or negedge reset_n) begin
        if (~reset_n) begin
            state <= STATE_INIT;
        end
        else begin
            state <= ready ? STATE_INIT : {state[WIDTH-2:0], 1'b0};
        end
    end
    wire restart;
    assign restart = ready;
    reg[WIDTH-1:0] src_reg;
    always @(posedge clk or negedge reset_n) begin
        if (~reset_n) begin
            src_reg <= {WIDTH{1'b0}};
        end
        else begin
            src_reg <= restart ? in : {src_reg[WIDTH-2:0], 1'bx};
        end
    end
    reg[OUT_WIDTH-1:0] dst_reg;
    wire[OUT_WIDTH:0] next_dst_reg;
    assign next_dst_reg[0] = src_reg[WIDTH-1];
    genvar i;
    for (i = 0; i < OUT_WIDTH - 4; i = i + 4) begin: next_dst
        assign next_dst_reg[4 + i:1 + i] = add_3_if_5_or_above(dst_reg[3 + i:0 + i]);
    end
    assign next_dst_reg[OUT_WIDTH:OUT_WIDTH-3] = add_3_if_5_or_above(dst_reg[OUT_WIDTH-1:OUT_WIDTH-4]);
    always @(posedge clk or negedge reset_n) begin
        if (~reset_n) begin
            dst_reg <= {OUT_WIDTH{1'b0}};
        end
        else begin
            dst_reg <= restart ? {OUT_WIDTH{1'b0}} : next_dst_reg[OUT_WIDTH-1:0];
        end
    end
    reg[OUT_WIDTH-1:0] out_reg;
    assign out = out_reg;
    always @(posedge clk or negedge reset_n) begin
        if (~reset_n) begin
            out_reg <= 1'b0;
        end
        else if (ready) begin
            out_reg <= next_dst_reg[OUT_WIDTH-1:0];
        end
    end
endmodule
==> run.sh <==
#!/bin/bash
# OpenROAD 26Q1-2900-gdf79404cd8, Yosys 0.63+post, stock flow scripts
make -C /OpenROAD-flow-scripts/flow DESIGN_CONFIG=/design/flow/config.mk WORK_HOME=/design/flow/orfs finish
==> config.mk <==
export PLATFORM = sky130hd
export DESIGN_NAME = binary_to_bcd_transcoder
export DESIGN_NICKNAME = binary_to_bcd_transcoder
export VERILOG_FILES = /design/flow/design.v
export SDC_FILE = /design/flow/constraint.sdc
export NUM_CORES = 4
export LEC_CHECK = 1
export CORE_UTILIZATION = 40
==> constraint.sdc <==
current_design binary_to_bcd_transcoder

set clk_period 2.2
set clk_io_pct 0.2

create_clock -name clk0 -period $clk_period [get_ports {clk}]

set non_clock_inputs [all_inputs -no_clocks]
set_input_delay [expr $clk_period * $clk_io_pct] -clock clk0 $non_clock_inputs
set_output_delay [expr $clk_period * $clk_io_pct] -clock clk0 [all_outputs]
==> GITHUB_STEP_SUMMARY <==
## Implementation flow summary

| Metric | Value |
|---|---|
| Ports | `22` |
| Pleak | `0.000929 uW` |
| Chip area line of the yosys report | `1580 um^2` |
| First-pass DRT Iterations | `6` |
| Yosys warns | `1` |
| Post-CTS Setup Bufs | `0` |
| Top cells by area | `dfrtp_1, mux2_2, a21oi_1` |
| Cell row count | `22` |
| GRT overflow | `0` |
| Antenna-violating nets left | `0` |
| DIE AREA | `4210 um^2` |
| Seq cells post-synth | `40` |
| Global-route wire length before repair | `4570 um` |
| Initial DRC Count | `50` |
| Outcome | `complete, no violations` |
| Reg2reg end | `src_reg[2]$_DFF_PN0_` |
| Worst path bufs/invs | `1` |
| Core Area | `3720 um^2` |
| Total number of vias | `992` |
| Post-DP HPWL | `1710 um` |
| Post-CTS resize count | `0` |
| Clock Skews | `0.00624 ns` |
| Worst setup EP type | `register` |
| Setup ws final | `0.636 ns` |
| Initial Util | `42.6%` |
| Crit path cell chain | `nor4b_4 -> nand2_4 -> inv_6 -> mux2_2` |
| DRT Wirelength | `2510 um` |
| Vias per cell | `4.98` |
| CTS tree | `yes` |
| Final Hold Violation Tally | `0` |
| PortBufs | `21` |
| Initial antenna violation count | `0` |
| Slew Viols, Final | `0` |
| Cell type with the largest total area after synthesis | `dfrtp_1` |
| Reg2Reg Depth | `4` |
| Least-Margin Pin Slew | `0.292 ns` |
| Critical path peak fanout | `27` |
| WHS | `0.0234 ns` |
| Latency at later pin | `0.29 ns` |
| CP Class | `register to register` |
| R2r setup slk | `0.64 ns` |
| Setup_tns | `0 ns` |
| Mean Syn Cell Area | `12.5 um^2` |
| Post-synth seq share | `63.4%` |
| Max-cap violation count | `0` |
| Final Critical Period | `1.56 ns` |
| CP max stage delay | `0.41 ns` |
| Area share, top type | `61.7%` |
| Syn-to-layout area delta | `22.0%` |
| CTS H-tree depth | `2` |
| CP top delay family | `simple AND/OR/NAND/NOR gates` |
| DRC Markers | `0` |
| Largest net degree at the start of global routing | `28` |
| Worst path slowest cell | `dfrtp_1` |
| Peak VDD IR | `0.507 mV` |
| Dpl ws | `0.630 ns` |
| Max Freq | `639 MHz` |
| Most frequent logic cell in the layout | `dfrtp_1` |
| Final GP Congestion | `0.728` |
| Clock Pin Slew Worst Setup and Hold Paths | `0.07 ns` |
| Critical Path Source Type | `register` |
| Cell count in the Yosys report | `127` |
| GRT Util Overall | `14.6%` |
| TritonCTS buffer count | `5` |
| Hold WC Path Type | `input port to async pin` |
| Most frequently placed logic cells in the final layout | `dfrtp_1, clkdlybuf4s50_1, a21oi_1, nor2_1, inv_1` |
| Ant diodes | `0` |
| CP arrival | `1.74 ns` |
| Fillers | `319` |
| Clk sinks | `40` |
| Max Root-Sink Buffers | `2` |
| Relative slew margins | `80.3%` |
| Vias in the first global route | `952` |
| Worst endpoint required time | `2.37 ns` |
| Worst reg2reg path startpoint | `state[4]$_DFF_PN0_` |
| Post-Syn Area | `1580 um^2` |
| Power Dens Cells | `695 nW/um^2` |
| Die Y | `64.9 um` |
| CTS Root Cell | `clkbuf_8` |
| Final period utilization | `71.1%` |
| Synth unique cells | `27` |
| # hold bufs at CTS | `0` |
| Mapped Cells | `127` |
| Setup Viol. Count Final | `0` |
| Tool Warnings | `25` |
| Die Width | `64.9 um` |
| Avg WL per Cell | `12.6 um` |
| Unrepaired setup endpoints after global routing | `no` |
| Layout cells sized above 1 | `16.6%` |
where the power goes:
part | switching [uW] | total [uW] | internal (uW) | leakage (uW)
registers | 0 | 735 | 735 | 0.000555
clock network | 239 | 575 | 336 | 0.0000552
logic | 15.1 | 30.4 | 15.3 | 0.000318
total | 254 | 1340 | 1090 | 0.000929
metrics by stage:
stage / area [um^2] / std cells / util, % / power [uW]
after floorplan: 1580 / 127 / - / 749
after global placement: 1820 / 191 / 49.0 / 780
after detailed placement: 1820 / 191 / 49.0 / 781
after CTS: 1930 / 199 / 51.9 / 1360
after global routing: 1930 / 199 / 51.9 / 1400
final: 1930 / 199 / 51.9 / 1340
cell usage after synthesis:
cell type  instances
dfrtp_1           39
inv_1              9
and2_1             1
dfstp_2            1
buf_4              1
mux2i_1            3
buf_12             1
nand4_1            3
buf_2              1
nor2_1            10
mux2_2             8
nand2b_1           3
clkbuf_1           6
a21oi_1           12
nand2_1            1
o21a_1             2
a31oi_1            3
a211o_1            3
o31a_1             1
nor4b_1            2
nor4_4             1
o21ai_0            6
nand2_4            1
nor4b_4            1
and3_1             4
nor2b_1            3
inv_6              1
worst max path at each step:
stage         slack (ns)              endpoint  cells past startpoint               start
finish              0.64  src_reg[2]$_DFF_PN0_                      4  state[4]$_DFF_PN0_
CTS                 0.62  src_reg[2]$_DFF_PN0_                      4  state[4]$_DFF_PN0_
global route        0.53  src_reg[5]$_DFF_PN0_                      4  state[4]$_DFF_PN0_
cells by family (layout without fill, tap and decap cells):
family	Yosys count	after routing	share of synthesized area, %
mux	11	11	7.60
simple gates	30	30	12.8
buf+inv	19	43	6.17
compound gates	27	27	10.0
flops	40	40	63.4
final cells by class:
type | count | area (um^2) | area share [%]
flip-flops and latches | 40 | 1000 | 51.9
multi-input cells | 68 | 482 | 25.0
repair buffers | 25 | 235 | 12.2
clock buffers | 6 | 72.6 | 3.76
well taps | 48 | 60.1 | 3.11
inverters | 10 | 42.5 | 2.20
clock inverters | 2 | 35.0 | 1.82
routing by layer:
layer	wire length (um)	share of wire, %	global-route usage, %	vias to the layer above
li1	-	-	-	478
met3	154	6.1	4.64	5
met1	1250	50	23.9	481
met5	0	0	0	-
met2	1070	42	20.3	28
met4	40	1.6	1.94	0
Power is estimated from default activity; no workload was simulated.
